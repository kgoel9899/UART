==> ./design.v <==
`timescale 1ns / 1ps
module Baud_Gen(rst, inp_clk, out_clk);
input inp_clk, rst;
output reg out_clk;
reg [15:0] count = 16'd1;
initial begin
	out_clk <= 1'b0;
end
always @(posedge inp_clk, negedge rst) begin
	if(!rst) begin
		out_clk <= 1'b0;
		count <= 16'd1;
	end
	else if(count == 16'd325) begin
		out_clk <= ~out_clk;
		count <= 16'd1;
	end
	else begin
		count <= count + 1;
		out_clk <= out_clk;
	end
end
endmodule
`timescale 1ns / 1ps
module MUX(a, b, c, d, sel, out);
input a, b, c, d;
input [1:0] sel;
output out;
assign out = ((sel == 2'b00) ? a : ((sel == 2'b01) ? b : ((sel == 2'b10) ? c : ((sel == 2'b11) ? d : 1'b1))));
endmodule
`timescale 1ns / 1ps
module PISO(in, clk, rst, load, shift, y);
input clk, rst, shift, load;
input [7:0] in;
reg [7:0] temp;
output reg y;
always @(posedge clk or negedge rst) begin
	if(rst == 1'b0) begin
		y <= 1'b0;
		temp <= 8'b0000_0000;
	end
	else if(shift == 1'b1) begin
		y <= temp[0];
		temp <= temp >> 1;
	end
	else if(load == 1'b1) begin
		temp <= in;
		y <= 1'bX;
	end
	else begin
		y <= y;
		temp <= temp;
	end
end
endmodule
`timescale 1ns / 1ps
module Parity_Gen(in, out);
input [7:0] in;
output out;
assign out = ^in;
endmodule
`timescale 1ns / 1ps
module Transmitter(Tx_start, clk, rst, in, Tx_out);
input Tx_start, clk, rst;
input [7:0] in;
output Tx_out;
wire shift, load, piso_out, parity_out, baud_clk;
wire [1:0] sel;
parameter start_bit = 1'b0, stop_bit = 1'b1;
Baud_Gen b1(rst, clk, baud_clk);
PISO p1(in, baud_clk, rst, load, shift, piso_out);
Parity_Gen p2(in, parity_out);
Tx_FSM t1(Tx_start, baud_clk, rst, shift, load, sel);
MUX m1(start_bit, piso_out, parity_out, stop_bit, sel, Tx_out);
endmodule
`timescale 1ns / 1ps
module Tx_FSM(Tx_start, clk, rst, shift, load, sel);
input Tx_start, clk, rst;
output reg shift, load;
output reg [1:0] sel;
reg [2:0] state;
reg [2:0] next_state;
reg [3:0] count = 4'b0000;
parameter idle = 3'b000, start = 3'b001, data = 3'b010, parity = 3'b011, stop = 3'b100;
always @(Tx_start or state or count) begin
	case(state)
		idle: begin
			if(Tx_start == 1'b1 && count == 4'b0001) begin
				next_state <= start;
				shift <= 1'b0;
				load <= 1'b1;
				sel <= 2'b00;
			end
			else begin
				next_state <= idle;
				shift <= 1'b0;
				load <= 1'b0;
				sel <= 2'b11;
			end
		end
		start: begin
			if(count == 4'b0010) begin
				shift <= 1'b1;
				load <= 1'b0;
				sel <= 2'b01;
				next_state <= data;
			end
			else begin
				next_state <= start;
				shift <= 1'b0;
				load <= 1'b1;
				sel <= 2'b00;
			end
		end
		data: begin
			if(count == 4'b1010) begin
				next_state <= parity;
				shift <= 1'b0;
				load <= 1'b0;
				sel <= 2'b10;
			end
			else begin
				next_state <= data;
				shift <= 1'b1;
				load <= 1'b0;
				sel <= 2'b01;
			end
		end
		parity: begin
			if(count == 4'b1011) begin
				next_state <= stop;
				shift <= 1'b0;
				load <= 1'b0;
				sel <= 2'b11;
			end
			else begin
				next_state <= parity;
				shift <= 1'b0;
				load <= 1'b0;
				sel <= 2'b10;
			end
		end
		stop: begin
			if(count == 4'b1100) begin
				next_state <= idle;
				shift <= 1'b0;
				load <= 1'b0;
				sel <= 2'b11;
			end
			else begin
				next_state <= stop;
				shift <= 1'b0;
				load <= 1'b0;
				sel <= 2'b11;
			end
		end
		default: begin
			next_state <= idle;
			shift <= 1'b0;
			load <= 1'b0;
			sel <= 2'b11;
		end
	endcase
end
always @(posedge clk, negedge rst) begin
	if(rst == 1'b0) begin
		state <= idle;
		count <= 4'b0001;
	end
	else if(count == 4'b1100) begin
		count <= 4'b0001;
		state <= idle;
	end
	else begin
		state <= next_state;
		count <= count + 1;
	end
end
endmodule
==> ./run.sh <==
#!/bin/bash
# OpenROAD 26Q1-2900-gdf79404cd8, Yosys 0.63+post, stock flow scripts
make -C /OpenROAD-flow-scripts/flow DESIGN_CONFIG=/design/flow/config.mk WORK_HOME=/design/flow/orfs finish
==> ./config.mk <==
export PLATFORM = sky130hd
export DESIGN_NAME = Transmitter
export DESIGN_NICKNAME = Transmitter
export VERILOG_FILES = /design/flow/design.v
export SDC_FILE = /design/flow/constraint.sdc
export NUM_CORES = 4
export LEC_CHECK = 1
export CORE_UTILIZATION = 30
==> ./constraint.sdc <==
current_design Transmitter

set clk_period 3.2
set clk_io_pct 0.2

create_clock -name clk0 -period $clk_period [get_ports {clk}]

set non_clock_inputs [all_inputs -no_clocks]
set_input_delay [expr $clk_period * $clk_io_pct] -clock clk0 $non_clock_inputs
set_output_delay [expr $clk_period * $clk_io_pct] -clock clk0 [all_outputs]
==> reports/results.ini <==
[synthesis]
post_synth_top_area_share=0.4493
ys_area_sq_um=1727
fa_ha_area_frac=0.04348
area_leaders=dfrtp_1 45%, xnor2_1 8.1%, mux2i_1 4.6%, dfstp_2 4.6%, ha_1 4.3%
syn_area_sq_um=1727
ff_type=dfrtp_1
synthDistinctLibCells=40
synth.yosys.seq_area_share=0.4949
yosys_warnings=3
syn-mean-instance-area_sq_um=11.07
largest_area_cell=dfrtp_1
mux_share=0.05290
ys_top_logic_family=simple AND/OR/NAND/NOR gates
synth-simple-area-share=0.1754
enable_flop_cells=0
synthArstFlopShare=1.000
synthCells=156
aoi_share=0.09203
synth.ff_latch_count=34
yosys-stat-cells=156
synth_xor_xnor_area_share=0.1116

[layout]
regArea_sq_um=854.6
final_layout_size_suffix_gt1_frac=0.08284
area_taken_by_multi_input_logic_gates_sq_um=820.8
synthToLayoutAreaGrowth_pct=13.70
dominant_logic_cell_types_in_the_final_layout=31 x dfrtp_1, 16 x nand2_1, 16 x xnor2_1
layout.filler_cells=564
lay_top_count=dfrtp_1

[detailed_routing]
post_drt_wl_per_cell_microns=11.07
drt-vias-per-instance=4.589
drc=0
n_antenna_cell=0
detail_route.iter0.violations=22
dr_total_vias=1106
wl_microns=2669
antenna_violating_nets_post_route=0
drt_pass_1_iters=6

[setup_path]
largest_fanout_of_any_net_on_the_critical_path=2
worst-setup-path-type=input port to output port
worst_ep_arrival_time_ns=2.21
crit_required_ns=2.56
worstSetupEndpointType=output port
critPathLaunchType=input port

[clock_tree]
cts_root_buffer=clkbuf_8
clockBufferDepth=2
cts_resized=0
cts.clk_slew.worst_paths_ns=0.06
cts_hold_buf=0
tritoncts_clock_tree=yes
tritoncts.num_buffers=3
cts_htree_levels=1
clk-insertion-delay-late_ns=0.25
post_cts_buffers=0

[placed_design]
pre_cts_ws_ns=0.3374
hpwlAfterDp_microns=1980
io_buffer_count=11
routabilityCongestion=0.7594

[status]
outcome=completed

[global_route]
grt_util_all_layers=0.1045
global_route.overflow_total=0
antenna_found_initial=0
grt_pass1_wl_microns=5112
first_global_vias=1144
grt_start_max_net_pins=20

[final_timing]
setup_slack_ns=0.3541
max_clock_freq_ghz=0.3514
finalClockPeriodUsage=0.8893
hold_ws_ns=0.4698
unclocked_regs=17
timing.clock.skew_ns=0.003233
fin_tns_setup_ns=0
worst_pin_slew_ns=0.7955
report.final.setup_viol=0
untimed_endpoints=17
timing.max_slew.rel_slack=0.4680
setup_repair_after_global_routing_missed_its_margin=false
final_hold_violating_endpoints=0
timing_max_transition_violations_final=0
period_minus_slack_ns=2.846

[floorplan]
floorplan.initialDensity=0.3117
fp.coreArea_sq_um=5540
die_w_microns=77.87
io-pin-count=12
placementRows=27
chip_area_sq_um=6063
vertical_die_size_microns=77.87

[pwr]
power_density_nw_per_um2=211.9
ir_worst_vdd_mv=0.3036
switchingPower_mw=0.09143
switching_share=0.2198
p_int_mw=0.3245
total_power_mw=0.4159
power_frac_seq=0.517
comb_power_share=0.103
clkPwrFrac=0.380
power.static_leakage_nw=0.8299

[worst_hold_path]
hold_class=register to register

[flow_run]
openroad.warnings=29
max_cap_violations=0

-- logic make-up (layout without fill, tap and decap cells) --
family,count (synthesis),count (layout)
DFF,34,34
muxes,9,9
buffers and inverters,11,24
adders and majority gates,6,6
and+or+nand+nor,52,52
AOI/OAI and AO/OA,22,22
xor gates and xnor gates,22,22
-- power groups by stage --
stage | Combinational, mW | Clock, mW | Sequential [mW]
global route | 0.0481 | 0.177 | 0.215
finish | 0.0428 | 0.158 | 0.215
CTS | 0.0446 | 0.163 | 0.215
-- layer usage --
metal  wire length (microns)  part of all wire  track usage  vias up
met4                       0                 0     0.003774        0
met3                      53             0.020      0.01434        0
met1                    1418              0.53       0.1631      522
li1                        -                 -            -      574
met2                    1197              0.45       0.1673       10
met5                       0                 0            0        -
-- critical path: stages --
cell and delay (ns):
clkdlybuf4s50_1 0.45, xnor2_1 0.21, xnor2_1 0.15, xnor2_1 0.11, o221ai_1 0.16, clkdlybuf4s50_1 0.49
-- cell type report --
type | count | share of cell area
Tap cell | 72 | 0.04589
Sequential cell | 34 | 0.4353
Multi-Input combinational cell | 111 | 0.4181
Inverter | 7 | 0.01338
Clock buffer | 3 | 0.02103
Clock inverter | 1 | 0.002549
Timing Repair Buffer | 13 | 0.06373
-- cell usage after synthesis, drive strengths merged, types with 4 or more instances --
cell,count
nand3,6
dfrtp,31
inv,7
nor2,8
nand2,16
mux2i,8
buf,4
xor2,6
xnor2,16
ha,6
o21ai,11
-- flip-flops by register name, summed over array words and instances, names as in the netlist --
signal / cells
t1.state: 4
p1.y: 1
t1.count: 4
b1.out_clk: 1
b1.count: 16
p1.temp: 8
-- stage by stage --
stage               area [sq um]  std cells  utilization
floorplan                   1727        156            -
global placement            1917        237       0.3460
detailed placement          1917        237       0.3460
CTS                         1963        241       0.3543
global route                1963        241       0.3543
finish                      1963        241       0.3543
-- path summary, 6_finish.rpt --
| kind | startpoint | to | slack (ns) | cells past startpoint |
|---|---|---|---|---|
| max in group asynchronous | rst | b1.count[15]$_DFF_PN0_ | 1.85 | 1 |
| min reg2reg | b1.count[15]$_DFF_PN0_ | b1.count[15]$_DFF_PN0_ | 0.47 | 1 |
| max | in[6] | Tx_out | 0.35 | 6 |
| max reg2reg | b1.count[4]$_DFF_PN0_ | b1.out_clk$_DFFE_PN0N_ | 1.63 | 3 |
| min in group asynchronous | rst | b1.count[2]$_DFF_PN0_ | 0.85 | 1 |
| min | b1.count[15]$_DFF_PN0_ | b1.count[15]$_DFF_PN0_ | 0.47 | 1 |
No activity file was given, so power comes from the tool's default toggle rates.
